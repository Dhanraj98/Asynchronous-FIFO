--- flow/run.sh ---
#!/bin/bash
# OpenROAD 26Q1-2900-gdf79404cd8, Yosys 0.63+post, stock flow scripts
make -C /OpenROAD-flow-scripts/flow DESIGN_CONFIG=/design/flow/config.mk WORK_HOME=/design/flow/orfs finish
--- flow/config.mk ---
export PLATFORM = sky130hd
export DESIGN_NAME = asynchronous_FIFO
export DESIGN_NICKNAME = asynchronous_FIFO
export VERILOG_FILES = /design/flow/design.v
export SDC_FILE = /design/flow/constraint.sdc
export NUM_CORES = 4
export LEC_CHECK = 1
export CORE_UTILIZATION = 30
--- flow/constraint.sdc ---
current_design asynchronous_FIFO

set clk_period 4.4
set clk_io_pct 0.2

create_clock -name clk0 -period $clk_period [get_ports {rd_clk}]
create_clock -name clk1 -period $clk_period [get_ports {wr_clk}]

set non_clock_inputs [all_inputs -no_clocks]
set_input_delay [expr $clk_period * $clk_io_pct] -clock clk0 $non_clock_inputs
set_output_delay [expr $clk_period * $clk_io_pct] -clock clk0 [all_outputs]
--- flow/design.v ---
`timescale 1ns / 1ps
module asynchronous_FIFO(data_out, wr_full, rd_empty,
rd_clk, wr_clk, reset);
parameter WIDTH = 8;
parameter POINTER = 4;
output [WIDTH-1 : 0] data_out;
output wr_full;
output rd_empty;
wire [WIDTH-1 : 0] data_in;
input rd_clk, wr_clk;
input reset;
reg [POINTER : 0] rd_pointer, rd_sync_1, rd_sync_2;
reg [POINTER : 0] wr_pointer, wr_sync_1, wr_sync_2;
wire [POINTER:0] rd_pointer_g,wr_pointer_g;
parameter DEPTH = 1 << POINTER;
reg [WIDTH-1 : 0] mem [DEPTH-1 : 0];
wire [POINTER : 0] rd_pointer_sync;
wire [POINTER: 0] wr_pointer_sync;
reg full,empty;
reg [7:0] tr_ptr;
always @(posedge wr_clk or posedge reset) begin
if (reset) begin
wr_pointer <= 0;
tr_ptr<=0;
end
else if (full == 1'b0) begin
wr_pointer <= wr_pointer + 1;
tr_ptr<=tr_ptr+1;
mem[wr_pointer[POINTER-1 : 0]] <= data_in;
end
end
send s(tr_ptr,data_in);
always @(posedge wr_clk) begin
rd_sync_1 <= rd_pointer_g;
rd_sync_2 <= rd_sync_1;
end
always @(posedge rd_clk or posedge reset) begin
if (reset) begin
rd_pointer <= 0;
end
else if (empty == 1'b0) begin
rd_pointer <= rd_pointer + 1;
end
end
always @(posedge rd_clk) begin
wr_sync_1 <= wr_pointer_g;
wr_sync_2 <= wr_sync_1;
end
always @(*)
begin
if({~wr_pointer[POINTER],wr_pointer[POINTER-1:0]}==rd_pointer_sync)
full = 1;
else
full = 0;
end
always @(*)
begin
if(wr_pointer_sync==rd_pointer)
empty = 1;
else
empty = 0;
end
assign data_out = mem[rd_pointer[POINTER-1 : 0]];
assign wr_pointer_g = wr_pointer ^ (wr_pointer >> 1);
assign rd_pointer_g = rd_pointer ^ (rd_pointer >> 1);
assign wr_pointer_sync[4]=wr_sync_2[4];
assign wr_pointer_sync[3]=wr_sync_2[3] ^ wr_pointer_sync[4];
assign wr_pointer_sync[2]=wr_sync_2[2] ^ wr_pointer_sync[3];
assign wr_pointer_sync[1]=wr_sync_2[1] ^ wr_pointer_sync[2];
assign wr_pointer_sync[0]=wr_sync_2[0] ^ wr_pointer_sync[1];
assign rd_pointer_sync[4]=rd_sync_2[4];
assign rd_pointer_sync[3]=rd_sync_2[3] ^ rd_pointer_sync[4];
assign rd_pointer_sync[2]=rd_sync_2[2] ^ rd_pointer_sync[3];
assign rd_pointer_sync[1]=rd_sync_2[1] ^ rd_pointer_sync[2];
assign rd_pointer_sync[0]=rd_sync_2[0] ^ rd_pointer_sync[1];
assign wr_full = full;
assign rd_empty = empty;
endmodule
module send(wr_ptr,data_out);
output [7:0] data_out;
input [7:0] wr_ptr;
reg [7:0] input_rom [127:0];
integer i;
initial begin
for(i=0;i<128;i=i+1)
input_rom[i] = i+10;
end
assign data_out = input_rom[wr_ptr];
endmodule
==> results.py <==
# Physical implementation metrics
metrics = {
    "timing": {
        "worst_pin_slew_ns": 0.807,
        "rsz0062_at_grt": "false",
        "fin_tns_setup_ns": 0,
        "finalSetupViolCount": 0,
        "max_slew_margin": 0.462,
        "slew_violations": 0,
        "finClkSkew_ns": 0.00779,
        "hold_viol": 0,
    },
    "clock_tree": {
        "post-cts-setup-buffers": 0,
        "cts_sinks": 165,
        "cts_tree": "done",
        "holdBufCountCts": 0,
        "path_clk_slew_ns": 0.04,
        "cts_resized": 0,
    },
    "route": {
        "ant_nets": 0,
        "via_per_inst": 4.98,
        "wl_per_cell_um": 18.7,
        "drc": 0,
        "route.vias.total": 3716,
        "first_iter_violations": 293,
        "drt-pass1-iter-count": 4,
        "n_antenna_cell": 0,
        "routed_wl_um": 14000,
    },
    "power": {
        "combPwrFrac": 0.003,
        "intPower_mw": 2.85,
        "switchingPower_uw": 611,
        "leakage_nw": 2.74,
        "power.share.sequential": 0.480,
        "power_density_mw_per_mm2": 444,
        "sw_frac_of_total": 0.176,
        "clkPwrFrac": 0.518,
        "vdd_drop_max_uv": 283,
    },
    "global_route": {
        "grt_max_degree": 27,
        "antenna_found_initial": 0,
        "grt_pass1_vias": 3908,
        "track_usage": 0.139,
        "grt-ovfl-total": 0,
        "grt_first_pass_wirelength_um": 21800,
    },
    "yosys": {
        "netlist_area_sq_mm": 0.00660,
        "synth_flops": 165,
        "synth.avg_cell_area_sq_um": 15.1,
        "yosysUniqueCellTypes": 43,
        "ys_cells": 437,
        "mux_share": 0.00758,
        "synth-simple-area-share": 0.0622,
        "top_logic_kind": "AND-OR/OR-AND gates",
        "synthAoiAreaFrac": 0.112,
        "yosysWarnings": 3,
        "synth_xor_xnor_area_share": 0.0387,
        "fa_ha_area_frac": 0.0436,
        "ys_seq_frac": 0.707,
        "syn_inst": 437,
        "yosys_area_sq_mm": 0.00660,
    },
    "placement": {
        "placed_cell_area_sq_mm": 0.00704,
        "portBuffers": 11,
        "routabilityCongestion": 0.823,
        "place.detailed.hpwl_um": 8570,
    },
    "worst_setup_path": {
        "critPathArrivalTime_ns": 3.03,
        "endpoint_kind": "output pin",
        "critPathMaxFanout": 19,
        "startpoint_type": "flip-flop",
        "worstPathRequired_ns": 3.52,
        "critPathKind": "reg -> out",
        "r2r_slack_ns": 1.57,
    },
    "cells_and_area": {
        "drive_gt1_frac": 0.0998,
        "syn_to_final_growth_pct": 18.1,
        "final_common_cell": "edfxtp_1",
        "most-common-layout-cells": "edfxtp_1 (128), inv_1 (23), ha_1 (23), a222oi_1 (22), a22o_1 (22)",
        "final_area_sq_mm": 0.00779,
    },
    "floorplan": {
        "die_w_um": 150,
        "fp-utilization": 0.310,
        "die-area_sq_mm": 0.0226,
        "io_pins": 13,
        "die_h_um": 150,
        "std_cell_rows": 53,
        "core_area_sq_mm": 0.0213,
    },
    "status": {
        "status": "complete, no violations",
    },
    "flow_run": {
        "maxCapViolCount": 0,
        "warning_count": 41,
    },
    "worst_hold_path": {
        "hp-class": "reg -> reg",
    },
}
==> final cells by class <==
type | instances | area, sq um
timing repair buffer | 23 | 200
sequential | 165 | 4670
clock buffer | 21 | 504
tap | 275 | 344
fill | 1925 | 13500
inverter | 23 | 86.3
multi-input combinational | 224 | 1740
clock inverter | 15 | 246
==> cell usage after synthesis, drive strengths merged <==
library cell  number  area share
a211oi             1      0.0011
a21oi              6      0.0045
a221oi             4      0.0053
a222oi            22       0.033
a22o              22       0.029
a22oi             12       0.014
a31oi              7      0.0066
a32o               1      0.0015
a32oi              2      0.0027
a41oi              1      0.0013
and2               4      0.0042
and3              17       0.016
buf                3      0.0030
clkbuf            22       0.013
dfrtp             17       0.064
dfxtp             20       0.061
edfxtp           128        0.58
ha                23       0.044
inv               23       0.013
mux2i              5      0.0076
nand2             20       0.011
nand2b             3      0.0028
nand3              6      0.0045
nand3b             1      0.0011
nand4              2      0.0019
nor2              13      0.0074
nor2b              7      0.0066
nor3               4      0.0030
nor3b              1      0.0011
nor4               1     0.00095
o2111ai            1      0.0023
o211ai             2      0.0023
o21a               1      0.0011
o21ai              6      0.0045
o31a               1      0.0013
o31ai              1      0.0011
or2                1     0.00095
xnor2             17       0.023
xnor3              2      0.0068
xor2               7      0.0093
==> power groups by stage <==
stage                 Clock (mW)  Sequential [mW]  Combinational, mW
after CTS                   1.82             1.66            0.00953
final                       1.79             1.66            0.00918
after global routing        1.88             1.66             0.0104
==> worst max-delay path, stage by stage (launching register included) <==
cell             delay (ns)
dfrtp_1                0.46
inv_1                  0.17
ha_1                   0.70
o31ai_1                0.16
nand2_1                0.52
nor2_1                 0.09
a31oi_1                0.18
clkdlybuf4s50_1        0.49
==> through the flow <==
stage                     hold slack (ns)  power [mW]  utilization  worst slack, ns  std cells
after CTS                           0.312        3.49        0.366            0.457        746
final                               0.323        3.46        0.366            0.495        746
after detailed placement            0.312        1.70        0.331            0.700        710
after global routing                0.324        3.56        0.366            0.228        746
after floorplan                     0.310        1.70            -             1.69        437
after global placement              0.311        1.70        0.331            0.800        710
==> sequential cells by signal (all words and copies together), names as in the netlist <==
| register | cells |
|---|---|
| mem | 128 |
| rd_pointer | 5 |
| rd_sync_1 | 5 |
| rd_sync_2 | 5 |
| tr_ptr | 7 |
| wr_pointer | 5 |
| wr_sync_1 | 5 |
| wr_sync_2 | 5 |
==> layer usage <==
| metal | up-vias | GRT usage | share of wire |
|---|---|---|---|
| met5 | - | 0 | 0 |
| met4 | 0 | 0.0258 | 0.020 |
| met3 | 18 | 0.0940 | 0.13 |
| met2 | 186 | 0.202 | 0.44 |
| met1 | 1782 | 0.176 | 0.40 |
| li1 | 1730 | - | - |
==> cells by family (layout without fill, tap and decap cells) <==
group | count (synthesis) | in the layout
flip-flops | 165 | 165
adder cells (fa/ha/maj) | 23 | 23
buffers and inverters | 48 | 82
XOR/XNOR | 26 | 26
AND/OR/NAND/NOR | 80 | 80
AND-OR/OR-AND | 90 | 90
multiplexers | 5 | 5
==> worst paths after layout <==
path                                     from             to  depth (start not counted)
worst min-delay path             wr_sync_1[3]   wr_sync_2[3]                          0
max in group asynchronous               reset  rd_pointer[0]                          3
worst min register to register   wr_sync_1[3]   wr_sync_2[3]                          0
max in group clk1               wr_pointer[2]      mem[4][5]                          5
worst max register to register  wr_pointer[2]      mem[4][5]                          5
worst max-delay path            rd_pointer[3]    data_out[0]                          7
min in group asynchronous               reset  wr_pointer[1]                          3
min in group clk1                rd_sync_1[3]   rd_sync_2[3]                          0
Power is estimated from default activity; no workload was simulated.
